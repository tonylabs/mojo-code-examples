==> design/flow/design.v <==
module async_fifo_51 (
    input wclk,
    input wrst,
    input [9:0] din,
    input wput,
    output reg full,
    input rclk,
    input rrst,
    output reg [9:0] dout,
    input rget,
    output reg empty
  );
  localparam SIZE = 4'ha;
  localparam DEPTH = 5'h10;
  localparam ADDR_SIZE = 3'h4;
  reg [3:0] M_waddr_d, M_waddr_q = 1'h0;
  reg [7:0] M_wsync_d, M_wsync_q = 1'h0;
  reg [3:0] M_raddr_d, M_raddr_q = 1'h0;
  reg [7:0] M_rsync_d, M_rsync_q = 1'h0;
  wire [10-1:0] M_ram_read_data;
  reg [1-1:0] M_ram_wclk;
  reg [4-1:0] M_ram_waddr;
  reg [10-1:0] M_ram_write_data;
  reg [1-1:0] M_ram_write_en;
  reg [1-1:0] M_ram_rclk;
  reg [4-1:0] M_ram_raddr;
  simple_dual_ram_63 #(.SIZE(4'ha), .DEPTH(5'h10)) ram (
    .wclk(M_ram_wclk),
    .waddr(M_ram_waddr),
    .write_data(M_ram_write_data),
    .write_en(M_ram_write_en),
    .rclk(M_ram_rclk),
    .raddr(M_ram_raddr),
    .read_data(M_ram_read_data)
  );
  reg [3:0] waddr_gray;
  reg [3:0] wnext_gray;
  reg [3:0] raddr_gray;
  reg wrdy;
  reg rrdy;
  always @* begin
    M_rsync_d = M_rsync_q;
    M_wsync_d = M_wsync_q;
    M_raddr_d = M_raddr_q;
    M_waddr_d = M_waddr_q;
    M_ram_wclk = wclk;
    M_ram_rclk = rclk;
    M_ram_write_en = 1'h0;
    waddr_gray = (M_waddr_q >> 1'h1) ^ M_waddr_q;
    wnext_gray = ((M_waddr_q + 1'h1) >> 1'h1) ^ (M_waddr_q + 1'h1);
    raddr_gray = (M_raddr_q >> 1'h1) ^ M_raddr_q;
    M_rsync_d = {M_rsync_q[0+3-:4], waddr_gray};
    M_wsync_d = {M_wsync_q[0+3-:4], raddr_gray};
    wrdy = wnext_gray != M_wsync_q[4+3-:4];
    rrdy = raddr_gray != M_rsync_q[4+3-:4];
    full = !wrdy;
    empty = !rrdy;
    M_ram_waddr = M_waddr_q;
    M_ram_raddr = M_raddr_q;
    M_ram_write_data = din;
    if (wput && wrdy) begin
      M_waddr_d = M_waddr_q + 1'h1;
      M_ram_write_en = 1'h1;
    end
    if (rget && rrdy) begin
      M_raddr_d = M_raddr_q + 1'h1;
      M_ram_raddr = M_raddr_q + 1'h1;
    end
    dout = M_ram_read_data;
  end
  always @(posedge wclk) begin
    if (wrst == 1'b1) begin
      M_waddr_q <= 1'h0;
      M_wsync_q <= 1'h0;
    end else begin
      M_waddr_q <= M_waddr_d;
      M_wsync_q <= M_wsync_d;
    end
  end
  always @(posedge rclk) begin
    if (rrst == 1'b1) begin
      M_raddr_q <= 1'h0;
      M_rsync_q <= 1'h0;
    end else begin
      M_raddr_q <= M_raddr_d;
      M_rsync_q <= M_rsync_d;
    end
  end
endmodule
module channel_align_31 (
    input clk,
    input [9:0] data_in,
    input data_valid,
    input others_ready,
    output reg ready,
    output reg [9:0] data_out
  );
  reg [1:0] M_ctrl_rx_d, M_ctrl_rx_q = 1'h0;
  reg M_skip_d, M_skip_q = 1'h0;
  reg M_am_ready_d, M_am_ready_q = 1'h0;
  reg M_read_en_d, M_read_en_q = 1'h0;
  reg [1:0] M_valid_rise_d, M_valid_rise_q = 1'h0;
  wire [1-1:0] M_fifo_full;
  wire [10-1:0] M_fifo_dout;
  wire [1-1:0] M_fifo_empty;
  reg [1-1:0] M_fifo_wrst;
  reg [10-1:0] M_fifo_din;
  reg [1-1:0] M_fifo_wput;
  reg [1-1:0] M_fifo_rrst;
  reg [1-1:0] M_fifo_rget;
  async_fifo_51 fifo (
    .wclk(clk),
    .rclk(clk),
    .wrst(M_fifo_wrst),
    .din(M_fifo_din),
    .wput(M_fifo_wput),
    .rrst(M_fifo_rrst),
    .rget(M_fifo_rget),
    .full(M_fifo_full),
    .dout(M_fifo_dout),
    .empty(M_fifo_empty)
  );
  always @* begin
    M_am_ready_d = M_am_ready_q;
    M_valid_rise_d = M_valid_rise_q;
    M_skip_d = M_skip_q;
    M_read_en_d = M_read_en_q;
    M_ctrl_rx_d = M_ctrl_rx_q;
    M_fifo_rrst = !data_valid;
    M_fifo_wrst = !data_valid;
    M_fifo_din = data_in;
    M_fifo_wput = data_valid;
    M_fifo_rget = M_read_en_q;
    data_out = M_fifo_dout;
    ready = M_am_ready_q;
    M_valid_rise_d = {M_valid_rise_q[0+0-:1], data_valid};
    M_ctrl_rx_d[0+0-:1] = (M_fifo_dout == 10'h354) || (M_fifo_dout == 10'h0ab) || (M_fifo_dout == 10'h154) || (M_fifo_dout == 10'h2ab);
    M_ctrl_rx_d[1+0-:1] = M_ctrl_rx_q[0+0-:1];
    if (M_ctrl_rx_q == 2'h1) begin
      M_skip_d = 1'h1;
      if (M_skip_q) begin
        M_am_ready_d = 1'h1;
      end
    end
    if (M_valid_rise_q == 2'h1 || (others_ready && M_am_ready_q)) begin
      M_read_en_d = 1'h1;
    end else begin
      if (M_ctrl_rx_q == 2'h1 && M_skip_q && !(others_ready && M_am_ready_q)) begin
        M_read_en_d = 1'h0;
      end
    end
  end
  always @(posedge clk) begin
    if (!data_valid == 1'b1) begin
      M_ctrl_rx_q <= 1'h0;
      M_skip_q <= 1'h0;
      M_am_ready_q <= 1'h0;
      M_read_en_q <= 1'h0;
      M_valid_rise_q <= 1'h0;
    end else begin
      M_ctrl_rx_q <= M_ctrl_rx_d;
      M_skip_q <= M_skip_d;
      M_am_ready_q <= M_am_ready_d;
      M_read_en_q <= M_read_en_d;
      M_valid_rise_q <= M_valid_rise_d;
    end
  end
endmodule
module simple_dual_ram_63 #(
    parameter SIZE = 8,                 
    parameter DEPTH = 8                 
  )(
    input wclk,                         
    input [$clog2(DEPTH)-1:0] waddr,    
    input [SIZE-1:0] write_data,        
    input write_en,                     
    input rclk,                         
    input [$clog2(DEPTH)-1:0] raddr,    
    output reg [SIZE-1:0] read_data     
  );
  reg [SIZE-1:0] mem [DEPTH-1:0];       
  always @(posedge wclk) begin
    if (write_en)                       
      mem[waddr] <= write_data;         
  end
  always @(posedge rclk) begin
    read_data <= mem[raddr];            
  end
endmodule
==> design/flow/run.sh <==
#!/bin/bash
# OpenROAD 26Q1-2900-gdf79404cd8, Yosys 0.63+post, stock flow scripts
make -C /OpenROAD-flow-scripts/flow DESIGN_CONFIG=/design/flow/config.mk WORK_HOME=/design/flow/orfs finish
==> design/flow/config.mk <==
export PLATFORM = sky130hd
export DESIGN_NAME = channel_align_31
export DESIGN_NICKNAME = channel_align_31
export VERILOG_FILES = /design/flow/design.v
export SDC_FILE = /design/flow/constraint.sdc
export NUM_CORES = 4
export LEC_CHECK = 1
export CORE_UTILIZATION = 30
==> design/flow/constraint.sdc <==
current_design channel_align_31

set clk_period 8.4
set clk_io_pct 0.2

create_clock -name clk0 -period $clk_period [get_ports {clk}]

set non_clock_inputs [all_inputs -no_clocks]
set_input_delay [expr $clk_period * $clk_io_pct] -clock clk0 $non_clock_inputs
set_output_delay [expr $clk_period * $clk_io_pct] -clock clk0 [all_outputs]
==> summary.txt <==
Figures from the implementation reports.

- The data arrival time of the worst path reads 3.97 ns.
- In this run the horizontal extent of the chip is 175 um.
- The ratio of routed vias to standard cells is 5.26.
- The path depth of the worst reg2reg path is 8.
- The number of buffers inserted during clock tree synthesis is 22.
- The number of hold buffers added after CTS was 0.
- The TritonCTS clock tree is yes.
- The row count is 63.
- The OpenROAD report gives the critical path a required time of 8.77 ns.
- The switching power share of the total is 25.9%.
- The setup-violating endpoint count in the final report is 0.
- The I/O pin count reads 24.
- The post-layout instance count excluding filler cells reads 1088.
- The actual transition at the worst max-transition pin is 0.925 ns.
- The total of flip-flops plus latches after synthesis reads 201.
- Per the post-run analysis, buffers plus inverters along the critical path come to 1.
- The wire length per cell after detailed routing is 19.8 um.
- The script extracted a total leakage power of 0.00322 uW.
- The area overhead of the layout relative to synthesis is 15.3%.
- The antenna diode count is 0.
- Counting tap cells, the placed design contains a total of 1048 instances.
- The number of synthesized flops with an enable pin reads 160.
- In the setup report, the worst path falls into the class flip-flop to flip-flop.
- The highest net fanout along the worst path is 54.
- The via total after detailed routing reads 5723.
- The OpenROAD warning count is 31.
- The total negative slack for setup checks reads 0 ns.
- The overall global routing resource usage is 15.0%.
- Per the skew report, the later register of the worst-skew pair sees a clock latency of 0.51 ns.
- The floorplan utilization reads 30.4%.
- The worst hold-check path type is flip-flop to flip-flop.
- The number of global-route vias before repair came to 5877.
- The first global-routing pass estimated 33.4 mm of wire.
- The clock network fraction of total power is 37.9%.
- The post-cts repair resize count reads 0.
- The initial antenna violation count reads 0.
- The signal on the critical path passes through ha_2 > xor2_1 > o41ai_4 > buf_4 > a21oi_1 > nor2_1 > o32a_1 > o211ai_1.
- Looking at the clock tree report, the H-tree level count equals 1.
- The number of DRC markers after the initial detailed-route iteration reads 379.
- The post-CTS setup repair buffer count is 0.
- The number of different library cells in the post-synthesis netlist is 62.
- Per the OpenROAD floorplan log, the height of the die is 175 um.
- The post-route antenna net violation count is 0.
- Yosys printed 3 warnings.
- Setup repair after global routing left no endpoint under its margin.
- The worst reg2reg path startpoint reads fifo.M_raddr_q[0].
- Per the final timing report, the hold violations number 0.
- The fraction of final layout cells sized beyond drive strength 1 reads 9.46%.
- The largest stage delay on the critical path is 0.72 ns.
- The total clock sinks is 201.
- The hold path startpoint reads fifo.M_wsync_q[2].
- Per the timing report, the most critical flop-to-flop path finishes at fifo.ram.read_data[8].
- The slack of the worst reg-to-reg path reads 4.80 ns.
- The most used flip-flop cell after synthesis is sky130_fd_sc_hd__edfxtp_1.
- The area of the synthesized netlist per yosys stat reads 9000 um2.
- The sequential cells in the finished layout cover a total of 5630 um2.
- The final worst hold slack is 0.429 ns.
- The synthesized netlist cell count reads 672.
- The internal power contribution is 1990 uW.
- For this run the aggregate overflow at the end of global routing stands at 0.
- Entering global routing, the biggest net connects 57 pins.
- The largest delay contributor family on the critical path is AND-OR/OR-AND gates.
- In the layout the commonest cells are sky130_fd_sc_hd__edfxtp_1 (160), sky130_fd_sc_hd__mux2i_1 (52), sky130_fd_sc_hd__dfxtp_1 (39), sky130_fd_sc_hd__nor2_1 (35), sky130_fd_sc_hd__o221ai_1 (35).
- The number of maximum-capacitance violations reads 0.
- The cell with the largest stage delay on the worst path is sky130_fd_sc_hd__a21oi_1.
- Per the Yosys statistics, synthesis produced 672 cells.
- The run finished with clean final reports.
- The portion of the post-synthesis area used by sequential elements is 62.5%.
- The root cell of the clock tree reads sky130_fd_sc_hd__clkbuf_16.
- The number of optimization iterations in the first detailed-route pass is 15.
- The reported net switching power is 694 uW.
- The most used logic cell in the final layout is sky130_fd_sc_hd__edfxtp_1.
- The per-instance average area after synthesis is 13.4 um2.
- The logic area is 3160 um2.
- The number of buffers inserted by port buffering is 23.
- The final clock period utilization by the worst path is 42.9%.
- The destination of the worst hold path is fifo.M_wsync_q[6].
- The power density over the cells is 258 nW/um2.
- The cell area after technology mapping reads 9000 um2.
- After detailed routing, the number of remaining DRC violations is 0.
- No sink is reached through more buffers than the 3 on the longest clock path.
- Counting pins that exceed their max-slew limit in the final report gives 0.
- The portion of total power attributed to combinational logic is 16.7%.
- The worst setup path is captured at a flip-flop.
- The placed wire-length estimate reads 13.6 mm.
- After detailed routing, the total wire length is 21.5 mm.
- The part of the power in registers reads 45.4%.
- Timing would allow up to 278 MHz.
- The worst clock skew on the final layout reads 0.0168 ns.
- Looking at the worst setup and hold paths, the clock pins of their registers show a slew of 0.06 ns.
- In the hold timing report, the worst path depth is 1.
- The count of filler cells inserted in the layout reads 2767.
- The worst slew margin relative to its limit reads 38.4%.
- The chip occupies 30700 um2.
- The core box area is 29600 um2.
- The routability congestion estimate from global placement is 0.852.
- The utilization after layout reads 35.1%.
- The final timing report derives a shortest allowable period of 3.60 ns.
- The total power after layout reads 2680 uW.
- The worst voltage drop across the vdd grid reads 0.144 mV.
- The async set-reset flop share out of synthesis is 0%.
- The type of origin of the critical path reads a flip-flop.
## synthesized netlist by cell type, drive strengths merged, types with 8 or more instances
master	instances	area share, %
o22ai	25	1.9
a21oi	28	1.6
nand2	32	1.3
and4	16	1.6
nor2	35	1.5
clkbuf	28	1.2
buf	18	1.0
a211o	8	0.78
dfxtp	41	9.1
and2	19	1.3
edfxtp	160	53
nand3	11	0.61
nor3	19	1.1
or3	11	0.76
ha	11	1.5
o221ai	35	3.4
a211oi	16	1.3
a21boi	8	0.67
xnor2	10	0.97
mux2i	52	5.8
## cells by family after synthesis
group / Yosys count / share of synthesized area [%]
buffers and inverters: 54 / 2.54
AND-OR/OR-AND: 159 / 13.3
multiplexers: 65 / 8.33
flip-flops: 201 / 62.5
XOR/XNOR: 15 / 1.78
adder cells (fa/ha/maj): 11 / 1.53
AND/OR/NAND/NOR: 167 / 10.0
## state kept, by name (all words and copies together), names as in the netlist
name / cells
M_skip_q: 1
fifo.M_wsync_q: 8
fifo.M_rsync_q: 8
M_valid_rise_q: 2
M_ctrl_rx_q: 2
fifo.M_raddr_q: 4
M_read_en_q: 1
fifo.ram.read_data: 10
fifo.M_waddr_q: 4
M_am_ready_q: 1
fifo.ram.mem: 160
## stage by stage
step | instance area (um2) | setup slack [ns]
6_report | 10400 | 4.80
2_1_floorplan | 9000 | 5.55
5_1_grt | 10400 | 4.54
3_3_place_gp | 9600 | 4.76
4_1_cts | 10400 | 4.77
3_5_place_dp | 9600 | 4.78
## layout make-up
type | count | area share (%)
clock buffer | 28 | 5.52
clock inverter | 12 | 1.92
inverter | 8 | 0.289
multi-input combinational | 417 | 30.5
sequential | 201 | 54.2
tap | 390 | 4.70
timing repair buffer | 32 | 2.87
## routing by layer
| metal | global-route usage (%) | up-vias | wire [um] |
|---|---|---|---|
| li1 | - | 2684 | - |
| met1 | 20.3 | 2781 | 8930 |
| met2 | 22.9 | 238 | 9890 |
| met3 | 7.26 | 20 | 2400 |
| met4 | 2.43 | 0 | 272 |
| met5 | 0 | - | 0 |
## power by group through the flow
stage | Combinational [uW] | Sequential, uW | Clock [uW]
CTS | 451 | 1220 | 1030
global route | 495 | 1220 | 1070
finish | 447 | 1220 | 1020
## worst max path at each step
stage / cells past startpoint / start / slack, ns / to
5_1_grt: 8 / fifo.M_raddr_q[0] / 4.54 / fifo.ram.read_data[1]
4_1_cts: 8 / fifo.M_raddr_q[0] / 4.77 / fifo.ram.read_data[8]
6_report: 8 / fifo.M_raddr_q[0] / 4.80 / fifo.ram.read_data[8]
Power figures rest on the tool's default switching activity, not on a simulated workload.
