### /design/flow/design.v
module async_fifo_40 (
    input wclk,
    input wrst,
    input [29:0] din,
    input wput,
    output reg full,
    input rclk,
    input rrst,
    output reg [29:0] dout,
    input rget,
    output reg empty
  );
  localparam SIZE = 5'h1e;
  localparam DEPTH = 5'h10;
  localparam ADDR_SIZE = 3'h4;
  reg [3:0] M_waddr_d, M_waddr_q = 1'h0;
  reg [7:0] M_wsync_d, M_wsync_q = 1'h0;
  reg [3:0] M_raddr_d, M_raddr_q = 1'h0;
  reg [7:0] M_rsync_d, M_rsync_q = 1'h0;
  wire [30-1:0] M_ram_read_data;
  reg [1-1:0] M_ram_wclk;
  reg [4-1:0] M_ram_waddr;
  reg [30-1:0] M_ram_write_data;
  reg [1-1:0] M_ram_write_en;
  reg [1-1:0] M_ram_rclk;
  reg [4-1:0] M_ram_raddr;
  simple_dual_ram_62 #(.SIZE(5'h1e), .DEPTH(5'h10)) ram (
    .wclk(M_ram_wclk),
    .waddr(M_ram_waddr),
    .write_data(M_ram_write_data),
    .write_en(M_ram_write_en),
    .rclk(M_ram_rclk),
    .raddr(M_ram_raddr),
    .read_data(M_ram_read_data)
  );
  reg [3:0] waddr_gray;
  reg [3:0] wnext_gray;
  reg [3:0] raddr_gray;
  reg wrdy;
  reg rrdy;
  always @* begin
    M_rsync_d = M_rsync_q;
    M_wsync_d = M_wsync_q;
    M_raddr_d = M_raddr_q;
    M_waddr_d = M_waddr_q;
    M_ram_wclk = wclk;
    M_ram_rclk = rclk;
    M_ram_write_en = 1'h0;
    waddr_gray = (M_waddr_q >> 1'h1) ^ M_waddr_q;
    wnext_gray = ((M_waddr_q + 1'h1) >> 1'h1) ^ (M_waddr_q + 1'h1);
    raddr_gray = (M_raddr_q >> 1'h1) ^ M_raddr_q;
    M_rsync_d = {M_rsync_q[0+3-:4], waddr_gray};
    M_wsync_d = {M_wsync_q[0+3-:4], raddr_gray};
    wrdy = wnext_gray != M_wsync_q[4+3-:4];
    rrdy = raddr_gray != M_rsync_q[4+3-:4];
    full = !wrdy;
    empty = !rrdy;
    M_ram_waddr = M_waddr_q;
    M_ram_raddr = M_raddr_q;
    M_ram_write_data = din;
    if (wput && wrdy) begin
      M_waddr_d = M_waddr_q + 1'h1;
      M_ram_write_en = 1'h1;
    end
    if (rget && rrdy) begin
      M_raddr_d = M_raddr_q + 1'h1;
      M_ram_raddr = M_raddr_q + 1'h1;
    end
    dout = M_ram_read_data;
  end
  always @(posedge wclk) begin
    if (wrst == 1'b1) begin
      M_waddr_q <= 1'h0;
      M_wsync_q <= 1'h0;
    end else begin
      M_waddr_q <= M_waddr_d;
      M_wsync_q <= M_wsync_d;
    end
  end
  always @(posedge rclk) begin
    if (rrst == 1'b1) begin
      M_raddr_q <= 1'h0;
      M_rsync_q <= 1'h0;
    end else begin
      M_raddr_q <= M_raddr_d;
      M_rsync_q <= M_rsync_d;
    end
  end
endmodule
module fifo_2x_reducer_22 (
    input rst,
    input clk,
    input clkx2,
    input [29:0] data_in,
    output reg [14:0] data_out
  );
  localparam DATA_IN_SIZE = 5'h1e;
  wire [1-1:0] M_fifo_full;
  wire [30-1:0] M_fifo_dout;
  wire [1-1:0] M_fifo_empty;
  reg [30-1:0] M_fifo_din;
  reg [1-1:0] M_fifo_wput;
  reg [1-1:0] M_fifo_rget;
  async_fifo_40 fifo (
    .wclk(clk),
    .rclk(clkx2),
    .wrst(rst),
    .rrst(rst),
    .din(M_fifo_din),
    .wput(M_fifo_wput),
    .rget(M_fifo_rget),
    .full(M_fifo_full),
    .dout(M_fifo_dout),
    .empty(M_fifo_empty)
  );
  reg M_flag_d, M_flag_q = 1'h0;
  reg [29:0] M_word_d, M_word_q = 1'h0;
  always @* begin
    M_flag_d = M_flag_q;
    M_word_d = M_word_q;
    M_fifo_din = data_in;
    M_fifo_wput = 1'h1;
    M_fifo_rget = 1'h0;
    if (!M_flag_q && !M_fifo_empty) begin
      M_fifo_rget = 1'h1;
      M_flag_d = 1'h1;
      M_word_d = M_fifo_dout;
    end
    if (M_flag_q) begin
      M_flag_d = 1'h0;
    end
    data_out = !M_flag_q ? M_word_q[15+14-:15] : M_word_q[0+14-:15];
  end
  always @(posedge clkx2) begin
    M_flag_q <= M_flag_d;
    M_word_q <= M_word_d;
  end
endmodule
module simple_dual_ram_62 #(
    parameter SIZE = 8,                 
    parameter DEPTH = 8                 
  )(
    input wclk,                         
    input [$clog2(DEPTH)-1:0] waddr,    
    input [SIZE-1:0] write_data,        
    input write_en,                     
    input rclk,                         
    input [$clog2(DEPTH)-1:0] raddr,    
    output reg [SIZE-1:0] read_data     
  );
  reg [SIZE-1:0] mem [DEPTH-1:0];       
  always @(posedge wclk) begin
    if (write_en)                       
      mem[waddr] <= write_data;         
  end
  always @(posedge rclk) begin
    read_data <= mem[raddr];            
  end
endmodule
### /design/flow/run.sh
#!/bin/bash
# OpenROAD 26Q1-2900-gdf79404cd8, Yosys 0.63+post, stock flow scripts
make -C /OpenROAD-flow-scripts/flow DESIGN_CONFIG=/design/flow/config.mk WORK_HOME=/design/flow/orfs finish
### /design/flow/config.mk
export PLATFORM = sky130hd
export DESIGN_NAME = fifo_2x_reducer_22
export DESIGN_NICKNAME = fifo_2x_reducer_22
export VERILOG_FILES = /design/flow/design.v
export SDC_FILE = /design/flow/constraint.sdc
export NUM_CORES = 4
export LEC_CHECK = 1
export CORE_UTILIZATION = 50
### /design/flow/constraint.sdc
current_design fifo_2x_reducer_22

set clk_period 9.6
set clk_io_pct 0.2

create_clock -name clk0 -period $clk_period [get_ports {clk}]
create_clock -name clk1 -period $clk_period [get_ports {clkx2}]

set non_clock_inputs [all_inputs -no_clocks]
set_input_delay [expr $clk_period * $clk_io_pct] -clock clk0 $non_clock_inputs
set_output_delay [expr $clk_period * $clk_io_pct] -clock clk0 [all_outputs]
==> out/metrics.yaml <==
place:
  dpl.cell_count: 2619
  place_congestion: 0.8627
  post-place-ws_ns: 4.081
  port_buffers: 46
  dp_hpwl_mm: 38.52
  placed_area_um2: 27560
clock_tree:
  clkTransAtPathRegs_ns: 0.07
  ctsHoldBuffers: 0
  cts_setup_buffers: 0
  cts.sinks: 565
  cts_tree: "done"
  post_cts_resized: 0
synthesis:
  synthFlopType: "edfxtp_1"
  yosysUniqueCellTypes: 57
  ys_async_sr_fraction_pct: 0
  synth_cells: 2018
  syn-mean-instance-area_um2: 13.10
  synthesis.area_um2: 26440
  synth_seq_share_pct: 62.09
  ys.flops: 565
  ys_warn_count: 3
  edf_count: 510
  yosys-stat-area_um2: 26440
  ys_cells: 2018
critical_path:
  cp.arrival_ns: 5.91
  crit_type: "register to register"
  timing.rr.start: "fifo.M_raddr_q[0]"
  path_common_cell: "buf_4"
  worst_setup_path_start_kind: "register"
  crit_fanout: 75
  crit_path_cell_trace: "ha_4 -> xnor2_1 -> a41o_4 -> inv_8 -> buf_4 -> nand2_4 -> mux2i_4 -> buf_4 -> o2111ai_1 -> or4_1"
  cp.required_ns: 9.83
  crit_path_max_incr_delay_ns: 0.83
  crit_start: "fifo.M_raddr_q[0]"
  slowest_stage: "dfxtp_4"
  critical_path_buf_inv_count: 3
  cp-end-kind: "register"
  cp_top_family: "buffers and inverters"
finish:
  syn_to_final_growth_pct: 12.15
  final_cells: 2737
  stdcell_area_um2: 29650
  final_cell_mix: "edfxtp_1 (510), mux2i_1 (296), nand2_1 (215)"
  lay_top_count: "edfxtp_1"
  fin_util_pct: 57.21
  final-comb-area_um2: 9407
  ff_latch_area_um2: 16420
  drive_above_1_share_pct: 11.91
  fillers: 4024
flow_run:
  drv_cap: 0
  warnings: 36
sta:
  worst_slew_margin_rel_pct: 43.66
  holdWs_ns: 0.4065
  fin_skew_ns: 0.02848
  rsz0062_at_grt: "false"
  slew_violations: 0
  fin_tns_setup_ns: 0
  finalHoldViolCount: 0
  setup_viol: 0
  setup_ws_ns: 3.916
  tightest_slew_ns: 0.8451
route:
  routed_wl_mm: 75.73
  drc: 0
  num_vias: 17304
  wire_per_inst_um: 27.67
  drtPass1Iterations: 5
  drt_iter0_drc: 1168
  ant_nets: 0
  num_antenna_cells: 0
  via_per_inst: 6.322
grt:
  grt_max_degree: 128
  antenna_found_initial: 0
  grtUsageTotal_pct: 31.47
  grt_pass1_wl_mm: 112.3
  first_global_vias: 17680
  grt.overflow.total: 0
pwr:
  leakagePower_nw: 9.484
  power_density_nw_per_um2: 310.2
  power_mw: 9.197
  ir_worst_vdd_uv: 285.0
status:
  status: "completed"
floorplan:
  chipArea_um2: 53800
  io_pins: 48
  fp_util_pct: 51.02
  fp.coreArea_um2: 51820
  rows: 83
  dieWidth_um: 231.9
  die_height_um: 231.9
worst_hold_path:
  min_from: "fifo.ram.read_data[20]"
  min_path_type: "register to register"
==> registers in the layout, indices dropped and copies added, names as in the netlist <==
name	cells
fifo.M_rsync_q	8
fifo.M_wsync_q	8
fifo.M_waddr_q	4
fifo.M_raddr_q	4
M_word_q	30
M_flag_q	1
fifo.ram.read_data	30
fifo.ram.mem	480
==> synthesized netlist by cell type (18+ instances only) <==
cell / number / area, µm²
and3_1: 18 / 112.6
nor3b_1: 29 / 217.7
nand3_1: 31 / 155.2
o31ai_1: 29 / 217.7
mux2_2: 74 / 833.3
o22ai_1: 62 / 387.9
a211oi_1: 29 / 217.7
o211ai_1: 31 / 232.7
o21ai_0: 31 / 155.2
nor4b_1: 29 / 254.0
nand2_1: 217 / 814.5
buf_2: 25 / 125.1
or4_1: 29 / 217.7
nor3_1: 89 / 445.4
dfxtp_1: 55 / 1101
nand4_1: 29 / 181.4
nor2_1: 42 / 157.7
nor2b_1: 46 / 287.8
nand3b_1: 29 / 217.7
edfxtp_1: 510 / 15310
o2111ai_1: 58 / 508.0
mux2i_1: 297 / 2973
clkbuf_1: 134 / 503.0
==> worst paths after layout <==
path,depth (start not counted),to,slack [ns]
min in group clk0,1,fifo.M_wsync_q[5],0.44
hold reg to reg,0,M_word_q[20],0.41
setup reg to reg,10,fifo.ram.read_data[21],3.92
hold / removal,0,M_word_q[20],0.41
setup / recovery,10,fifo.ram.read_data[21],3.92
max in group clk0,3,data_out[12],5.80
==> layout make-up <==
type,instances,area share [%]
Sequential cell,565,55.39
Multi-Input combinational cell,1271,31.73
Clock buffer,82,5.697
Tap cell,680,2.870
Timing Repair Buffer,93,2.827
Clock inverter,36,1.334
Inverter,10,0.1519
==> per-layer routing <==
| layer | GRT usage (%) | vias up | wire, µm |
|---|---|---|---|
| met2 | 43.10 | 958 | 32890 |
| met4 | 6.990 | 2 | 2095 |
| li1 | - | 7830 | - |
| met3 | 21.33 | 131 | 11960 |
| met5 | 1.563 | - | 113 |
| met1 | 43.93 | 8383 | 28670 |
==> power by group <==
part / switching, mW / total [mW] / leakage [nW] / internal (mW)
Sequential: 0.218 / 3.38 / 5.09 / 3.16
Combinational: 2.16 / 3.37 / 3.38 / 1.21
Clock: 0.996 / 2.45 / 1.01 / 1.45
==> cells by family after synthesis <==
family | synth area share [%]
simple gates | 11.91
flops | 62.09
fa+ha+maj | 0.5206
xor+xnor | 0.6058
compound gates | 7.369
buf+inv | 2.792
mux | 14.71
Power is estimated from default activity; no workload was simulated.
